$ cat flow/design.v
module JAM (
input CLK,
input RST,
output reg [2:0] W,
output reg [2:0] J,
input [6:0] Cost,
output reg [3:0] MatchCount,
output reg [9:0] MinCost,
output reg Valid );
initial begin
    $dumpfile("JAM.vcd");
    $dumpvars(0, testfixture);
end
reg [5:0]state;
reg [2:0]num[0:7];
reg [2:0]back_num[0:7];
reg [3:0]ans_count;  
reg [9:0]ans_min;    
reg [15:0]count;     
reg [15:0]sum_cost;
reg [15:0] i;
reg [15:0] r;
reg [15:0] change_point1;   
reg [15:0] change_point2;   
reg [15:0] right_min;  
always @(posedge CLK or posedge RST) 
begin
    if(RST)
    begin
        state <= 0;
        num[0] <= 0;
        num[1] <= 1;
        num[2] <= 2;
        num[3] <= 3;
        num[4] <= 4;
        num[5] <= 5;
        num[6] <= 6;
        num[7] <= 7;
        back_num[0] <= 0;
        back_num[1] <= 0;
        back_num[2] <= 0;
        back_num[3] <= 0;
        back_num[4] <= 0;
        back_num[5] <= 0;
        back_num[6] <= 0;
        back_num[7] <= 0;
        ans_count <= 0;
        ans_min <= 1023;
        count <= 1;
        sum_cost <= 0;
        i <= 0;
        r <= 7;
    end
    else 
    begin
    	case(state)
    		5'd0:    
    		begin
    			W <= i;
    			J <= num[i];
    			if(i>0)begin
    				sum_cost <= sum_cost + Cost;
    			end
    			i <= i + 1;
    			state <= 0;
    			if(i == 8)begin    
    				W <= i;
    				J <= num[i];
    				sum_cost <= sum_cost + Cost;
				state <= 1;
    			end
    		end
    		5'd1:
    		begin
    			if(sum_cost < ans_min)    
    			begin
    				ans_min <= sum_cost;
    				ans_count <= 1;   
    			end
    			else if(sum_cost == ans_min)   
    			begin
    				ans_count <= ans_count + 1;
    			end
    			else    
    			begin	
    			end
    			if( num[0]==7 && num[1]==6 && num[2]==5 && num[3]==4 && num[4]==3 && num[5]==2 && num[6]==1 && num[7]==0)
    			begin   
    				MatchCount <= ans_count;
    				MinCost <= ans_min;
    				Valid <= 1;
    			end
    			r <= 7;
    			if(num[7]>num[6])begin
    				change_point1 <= 6;   
    				i <= 7;
    				change_point2 <= 7;
    				right_min <= num[7];   
    				state <= 2;
    			end
    			else if(num[6]>num[5])begin
    				change_point1 <= 5;   
    				i <= 6;
    				change_point2 <= 6;
    				right_min <= num[6];   
    				state <= 2;
    			end
    			else if(num[5]>num[4])begin
    				change_point1 <= 4;   
    				i <= 5;
    				change_point2 <= 5;
    				right_min <= num[5];   
    				state <= 2;
    			end
    			else if(num[4]>num[3])begin
    				change_point1 <= 3;   
    				i <= 4;
    				change_point2 <= 4;
    				right_min <= num[4];   
    				state <= 2;
    			end
    			else if(num[3]>num[2])begin
    				change_point1 <= 2;   
    				i <= 3;
    				change_point2 <= 3;
    				right_min <= num[3];   
    				state <= 2;
    			end
    			else if(num[2]>num[1])begin
    				change_point1 <= 1;   
    				i <= 2;
    				change_point2 <= 2;
    				right_min <= num[2];   
    				state <= 2;
    			end
    			else if(num[1]>num[0])begin
    				change_point1 <= 0;   
    				i <= 1;
    				change_point2 <= 1;
    				right_min <= num[1];   
    				state <= 2;
    			end
    		end
    		5'd2:    
    		begin
    			if(i <= 7)
    			begin
    				i <= i + 1;
    				if(num[i] < right_min && num[i] > num[change_point1] )   
    				begin
    					right_min <= num[i];
    					change_point2 <= i;
    				end
    			end
    			else    
    			begin
    				num[change_point1] <= num[change_point2];
    				num[change_point2] <= num[change_point1];	
    				r <= 0;
    				state <= 3;
    			end
    		end
    		5'd3:
    		begin
    			back_num[0] <= num[7];
    			back_num[1] <= num[6];
    			back_num[2] <= num[5];
    			back_num[3] <= num[4];
    			back_num[4] <= num[3];
    			back_num[5] <= num[2];
    			back_num[6] <= num[1];
    			back_num[7] <= num[0];
    			change_point1 <= change_point1 + 1;
    			r <= 0;
    			state <= 4;
    		end
    		5'd4:     
    		begin
    			if(change_point1 == 7)
    			begin
    				num[7] <= back_num[0];
    				i <= 0;
    				r <= 7;
    				sum_cost <= 0;
    				state <= 0;
    			end
    			else if(change_point1 == 6)
    			begin
    				num[6] <= back_num[0];
    				num[7] <= back_num[1];
    				i <= 0;
    				r <= 7;
    				sum_cost <= 0;
    				state <= 0;
    			end
    			else if(change_point1 == 5)
    			begin
    				num[5] <= back_num[0];
    				num[6] <= back_num[1];
    				num[7] <= back_num[2];
    				i <= 0;
    				r <= 7;
    				sum_cost <= 0;
    				state <= 0;
    			end
    			else if(change_point1 == 4)
    			begin
    				num[4] <= back_num[0];
    				num[5] <= back_num[1];
    				num[6] <= back_num[2];
    				num[7] <= back_num[3];
    				i <= 0;
    				r <= 7;
    				sum_cost <= 0;
    				state <= 0;
    			end
    			else if(change_point1 == 3)
    			begin
    				num[3] <= back_num[0];
    				num[4] <= back_num[1];
    				num[5] <= back_num[2];
    				num[6] <= back_num[3];
    				num[7] <= back_num[4];
    				i <= 0;
    				r <= 7;
    				sum_cost <= 0;
    				state <= 0;
    			end
    			else if(change_point1 == 2)
    			begin
    				num[2] <= back_num[0];
    				num[3] <= back_num[1];
    				num[4] <= back_num[2];
    				num[5] <= back_num[3];
    				num[6] <= back_num[4];
    				num[7] <= back_num[5];
    				i <= 0;
    				r <= 7;
    				sum_cost <= 0;
    				state <= 0;
    			end
    			else if(change_point1 == 1)
    			begin
    				num[1] <= back_num[0];
    				num[2] <= back_num[1];
    				num[3] <= back_num[2];
    				num[4] <= back_num[3];
    				num[5] <= back_num[4];
    				num[6] <= back_num[5];
    				num[7] <= back_num[6];
    				i <= 0;
    				r <= 7;
    				sum_cost <= 0;
    				state <= 0;
    			end
    			else if(change_point1 == 0)
    			begin
    				num[0] <= back_num[0];
    				num[1] <= back_num[1];
    				num[2] <= back_num[2];
    				num[3] <= back_num[3];
    				num[4] <= back_num[4];
    				num[5] <= back_num[5];
    				num[6] <= back_num[6];
    				num[7] <= back_num[7];
    				i <= 0;
    				r <= 7;
    				sum_cost <= 0;
    				state <= 0;
    			end
    		end
    	endcase
    end
end
endmodule
$ cat flow/run.sh
#!/bin/bash
# OpenROAD 26Q1-2900-gdf79404cd8, Yosys 0.63+post, stock flow scripts
make -C /OpenROAD-flow-scripts/flow DESIGN_CONFIG=/design/flow/config.mk WORK_HOME=/design/flow/orfs finish
$ cat flow/config.mk
export PLATFORM = sky130hd
export DESIGN_NAME = JAM
export DESIGN_NICKNAME = JAM
export VERILOG_FILES = /design/flow/design.v
export SDC_FILE = /design/flow/constraint.sdc
export NUM_CORES = 4
export LEC_CHECK = 1
export CORE_UTILIZATION = 30
$ cat flow/constraint.sdc
current_design JAM

set clk_period 7.0
set clk_io_pct 0.2

create_clock -name clk0 -period $clk_period [get_ports {CLK}]

set non_clock_inputs [all_inputs -no_clocks]
set_input_delay [expr $clk_period * $clk_io_pct] -clock clk0 $non_clock_inputs
set_output_delay [expr $clk_period * $clk_io_pct] -clock clk0 [all_outputs]
==> Changelog: implementation <==
### Implementation results

* Yosys warns at 5
* Max-Cap Viols at 0
* Pwr Density at 163 mW/mm²
* Largest cells by area after synthesis: dfrtp_1, edfxtp_1, ha_1, mux2_2, dfstp_2
* CP endpoint kind: flop
* RSZ-0062 raised after global routing: no
* Routed WL per cell at 20.7 µm
* Hold Path Origin: ans_count[3]
* EDFF count, synth at 42
* IO Count at 30
* Root buffer cell: clkbuf_16
* Leakage power at 0.00449 µW
* Drt first-iter violations at 900
* Max IR drop VDD at 0.143 mV
* Layout cells sized above 1 at 0.144
* Pre-antenna DRT Iters at 5
* Vias/cell at 5.72
* Min-Delay Path Class: reg2reg
* Initial antenna violation count at 0
* Yosys Chip Area at 0.00998 mm²
* Cells in synth_stat.txt at 1053
* Critical Path Source: change_point1[0]
* Initial Utilization at 0.306
* CTS tree: done
* Gr ovfl total at 0
* CP Class: reg2reg
* Site Rows at 66
* Ys async rst share at 0.702
* Cell Type Count at 81
* Critical Path RT at 7150 ps
* Worst-margin pin slew at 827 ps
* Slew margin rel. at 0.444
* Synth Instances at 1053
* Post-route insts no fill at 1508
* Setup_tns at 0 ps
* Mapped Avg Cell Area at 9.48 µm²
* Post-CTS setup buffers at 0
* Synth Seq Share at 0.378
* Die height at 184 µm
* Synth Flop Type: dfrtp_1
* Area growth syn-to-layout at 13.4%
* Synth flops at 141
* Clock Tree Buf Depth at 2
* Final GP Congestion at 0.954
* Crit path DAT at 4420 ps
* Crit path max fanout at 33
* Design Power at 1840 µW
* Final period util at 0.610
* Largest net degree at the start of global routing at 54
* RR Startpoint: change_point1[0]
* Setup WS pre-CTS at 2850 ps
* Global-route wire length before repair at 48.7 mm
* Final wirelength at 31.1 mm
* GRT Util Overall at 0.193
* Skew final at 9.03 ps
* Most common logic cells in the final layout: nand2_1, dfrtp_1, o21ai_0, inv_1, mux2_2
* Core Box Area at 0.0326 mm²
* Placed Cells at 1476
* Final Hold Viols at 0
* Final number of setup-violating endpoints at 0
* Startpoint types: flop
* Inserted Diodes at 0
* Top-area cell share at 0.191
* Die area at 0.0340 mm²
* Clock transition at path regs at 70 ps
* Num CTS Buffers at 17
* Tool warning count at 34
* Netlist Area Pre-Place at 0.00998 mm²
* Vias in the first global route at 8119
* Number of gates resized after CTS at 0
* Status: finished, final reports clean
* Most used logic cell in the final layout: nand2_1
* Routed via count at 8619
* Clk latency late pin at 440 ps
* Leading area contributor after synthesis: dfrtp_1
* Final Max Slew Viols at 0
* PortBufs at 28
* Tmin final at 4270 ps
* Clk sinks at 141
* Hold_buf cts at 0
* H-Tree Level Count at 4
* Worst setup margin at 2730 ps
* Fmax at 234 MHz
* Chip width at 184 µm
* DP HPWL at 21.6 mm
* Remaining antenna violation count at 0
* Residual DRC at 0
-- sequential cells by signal, summed over array words and instances (netlist names) --
signal and count:
back_num 24, num 24, change_point1 16, i 16, sum_cost 16, MinCost 10
ans_min 10, state 5, MatchCount 4, ans_count 4, J 3, W 3
change_point2 3, right_min 3
-- layout make-up --
class | instances | area [µm²]
sequential | 141 | 3770
clock inverter | 15 | 198
tap | 442 | 553
clock buffer | 17 | 425
inverter | 60 | 228
timing repair buffer | 47 | 423
multi-input combinational | 786 | 5720
fill | 3231 | 21300
-- path summary, 6_finish.rpt --
kind	to	slack (ps)	cells after the start
max	change_point2[0]	2730	14
min	MatchCount[3]	470	0
max reg2reg	change_point2[0]	2730	14
min reg2reg	MatchCount[3]	470	0
max in group asynchronous	sum_cost[1]	4250	3
min in group asynchronous	i[2]	1670	2
-- power by group --
part	switching [µW]	leakage, µW	internal (µW)
Clock	416	0.000308	547
Combinational	21.0	0.00251	11.0
Sequential	0	0.00168	845
-- layer usage --
| layer | share of wire | GRT usage |
|---|---|---|
| met4 | 0.041 | 0.0657 |
| met3 | 0.079 | 0.0370 |
| met5 | 0 | 0 |
| met1 | 0.44 | 0.287 |
| met2 | 0.44 | 0.285 |
-- worst max-delay path, cell delays in order (launching register included) --
cell	delay [ps]
edfxtp_1	430
ha_1	220
buf_4	240
ha_1	290
a211o_1	330
or2_2	320
a31oi_1	610
inv_1	200
ha_1	350
a31oi_1	170
nand2_1	60
o21ai_0	150
o21ai_0	100
nor4_1	300
buf_4	220
-- cell usage after synthesis (all sizes together), types with 6 or more instances --
master,number
a22oi,7
nand4,21
o221ai,7
a211oi,18
mux2,58
nand3,25
o21ai,69
and3,13
or3,6
ha,57
buf,15
nor2b,20
nand2b,8
and2,21
a22o,10
dfrtp,76
a21boi,13
o21a,6
inv,60
a32oi,9
a31oi,22
o211ai,9
xnor2,21
o31ai,14
nand2,82
clkbuf,51
nor4,17
mux2i,27
a221oi,25
a21oi,57
or4,8
nor2,42
dfstp,23
edfxtp,42
nor3,16
-- per-stage QoR --
stage / utilization / hold WS (ps) / cell area [µm²]
floorplan: - / 446 / 9980
global placement: 0.328 / 457 / 10700
detailed placement: 0.328 / 456 / 10700
CTS: 0.347 / 473 / 11300
global route: 0.347 / 483 / 11300
finish: 0.347 / 471 / 11300
-- cell families after synthesis --
family,synth area share
flops,0.378
mux,0.0971
other cells,0.000376
compound gates,0.224
fa+ha+maj,0.0735
simple gates,0.158
xor+xnor,0.0193
buf+inv,0.0502
Power and IR drop assume default switching activity.
